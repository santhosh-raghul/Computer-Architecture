==> flow/design.v <==
module partial_products (
	input [31:0]a,
	input [31:0]b,
	output reg [31:0][63:0]p_prods
);
	integer i;
	always @(a or b)
	begin
		for(i=0; i<32; i=i+1)begin
			if(b[i] == 1)begin
				p_prods[i] <= a << i;
			end
			else
				p_prods[i] = 64'h00000000;
		end
	end
endmodule
module FA (
	input [63:0] x,
	input [63:0] y,
	input [63:0] z,
	output [63:0] u,
	output [63:0] v);
assign u = x^y^z;
assign v[0] = 0;
assign v[63:1] = (x&y) | (y&z) | (z&x);
endmodule
module DFF(D,clk,reset,Q);
	input D;  
	input clk;  
	input reset;  
	output reg Q;  
	always @(posedge clk or posedge reset) 
	begin
 		if(reset==1'b1)
  		Q <= 1'b0; 
 		else 
  		Q <= D; 
	end 
endmodule 
module rdcla (sum, cout, a, b, cin,clk);
	input [31:0] a, b;
	input cin,clk;
	output reg [31:0] sum;
	output reg cout;
	wire [32:0] carry0, carry1;
	wire [32:0] carry0_1, carry1_1, carry0_2, carry1_2, carry0_4, carry1_4, carry0_8, carry1_8, carry0_16, carry1_16;
	wire [32:0] carry0_1d, carry1_1d, carry0_2d, carry1_2d, carry0_4d, carry1_4d, carry0_8d, carry1_8d, carry0_16d, carry1_16d;
	assign carry0[0] = cin;
	assign carry1[0] = cin;
	always @(*)
	begin
		sum = a^b;
		sum = sum[31:0]^carry0_16[31:0];
		cout = carry0_16[32];	
	end
	kpg_init init [32:1] (carry1[32:1], carry0[32:1], a[31:0], b[31:0], clk);
	assign carry1_1[0] = cin;
	assign carry0_1[0] = cin;
	assign carry1_2[1:0] = carry1_1[1:0];
	assign carry0_2[1:0] = carry0_1[1:0];
	assign carry1_4[3:0] = carry1_2[3:0];
	assign carry0_4[3:0] = carry0_2[3:0];
	assign carry1_8[7:0] = carry1_4[7:0];
	assign carry0_8[7:0] = carry0_4[7:0];
	assign carry1_16[15:0] = carry1_8[15:0];
	assign carry0_16[15:0] = carry0_8[15:0];
	kpg itr_1 [32:1] (carry1[32:1], carry0[32:1], carry1[31:0], carry0[31:0], carry1_1d[32:1], carry0_1d[32:1]);
	DFF DFF1 [32:1] (carry1_1d[32:1],clk,0,carry1_1[32:1]);
	DFF DFF2 [32:1] (carry0_1d[32:1],clk,0,carry0_1[32:1]);
	kpg itr_2 [32:2] (carry1_1[32:2], carry0_1[32:2], carry1_1[30:0], carry0_1[30:0], carry1_2d[32:2], carry0_2d[32:2]);
	DFF DFF3 [32:2] (carry1_2d[32:2],clk,1'b0,carry1_2[32:2]);
	DFF DFF4 [32:2] (carry0_2d[32:2],clk,1'b0,carry0_2[32:2]);
	kpg itr_4 [32:4] (carry1_2[32:4], carry0_2[32:4], carry1_2[28:0], carry0_2[28:0], carry1_4d[32:4], carry0_4d[32:4]);
	DFF DFF5 [32:4] (carry1_4d[32:4],clk,1'b0,carry1_4[32:4]);
	DFF DFF6 [32:4] (carry0_4d[32:4],clk,1'b0,carry0_4[32:4]);
	kpg itr_8 [32:8] (carry1_4[32:8], carry0_4[32:8], carry1_4[24:0], carry0_4[24:0], carry1_8d[32:8], carry0_8d[32:8]);
	DFF DFF7 [32:8] (carry1_8d[32:8],clk,1'b0,carry1_8[32:8]);
	DFF DFF8 [32:8] (carry0_8d[32:8],clk,1'b0,carry0_8[32:8]);
	kpg itr_16 [32:16] (carry1_8[32:16], carry0_8[32:16], carry1_8[16:0], carry0_8[16:0], carry1_16d[32:16], carry0_16d[32:16]);
	DFF DFF9 [32:16] (carry1_16d[32:16],clk,1'b0,carry1_16[32:16]);
	DFF DFF10 [32:16] (carry0_16d[32:16],clk,1'b0,carry0_16[32:16]);
endmodule
module kpg_init (
	output reg out1, out0,
	input a, b,clk
);
	always @(posedge clk)
	case ({a, b})
		2'b00: begin
			out0 = 1'b0; out1 = 1'b0;
		end
		2'b11: begin
			out0 = 1'b1; out1 = 1'b1;
		end
		default: begin 
			out0 = 1'b0; out1 = 1'b1;
		end
	endcase
endmodule
module kpg (
	input cur_bit_1, cur_bit_0, prev_bit_1, prev_bit_0,
	output reg out_bit_1, out_bit_0
);
	always @(*)
	begin
		if({cur_bit_1, cur_bit_0} == 2'b00)
			{out_bit_1, out_bit_0} = 2'b00;
		if({cur_bit_1, cur_bit_0} == 2'b11)
			{out_bit_1, out_bit_0} = 2'b11;
		if({cur_bit_1, cur_bit_0} == 2'b10)
			{out_bit_1, out_bit_0} = {prev_bit_1, prev_bit_0};
	end
endmodule
module wallace (
	input [31:0] a,
	input [31:0] b,
	input clk,
	output [63:0] out
);
	wire [31:0][63:0]p_prods;
	integer i;
	partial_products pp (a, b, p_prods);
	wire [63:0] u_l11, v_l11, u_l12, v_l12, u_l13, v_l13, u_l14, v_l14, u_l15, v_l15, u_l16, v_l16, u_l17, v_l17, u_l18, v_l18, u_l19, v_l19, u_l110, v_l110;
	wire [63:0] u_l11d, v_l11d, u_l12d, v_l12d, u_l13d, v_l13d, u_l14d, v_l14d, u_l15d, v_l15d, u_l16d, v_l16d, u_l17d, v_l17d, u_l18d, v_l18d, u_l19d, v_l19d, u_l110d, v_l110d;
	FA l11 (p_prods[0][63:0], p_prods[1][63:0], p_prods[2][63:0], u_l11d[63:0], v_l11d[63:0]);
	FA l12 (p_prods[3][63:0], p_prods[4][63:0], p_prods[5][63:0], u_l12d[63:0], v_l12d[63:0]);
	FA l13 (p_prods[6][63:0], p_prods[7][63:0], p_prods[8][63:0], u_l13d[63:0], v_l13d[63:0]);
	FA l14 (p_prods[9][63:0], p_prods[10][63:0], p_prods[11][63:0], u_l14d[63:0], v_l14d[63:0]);
	FA l15 (p_prods[12][63:0], p_prods[13][63:0], p_prods[14][63:0], u_l15d[63:0], v_l15d[63:0]);
	FA l16 (p_prods[15][63:0], p_prods[16][63:0], p_prods[17][63:0], u_l16d[63:0], v_l16d[63:0]);
	FA l17 (p_prods[18][63:0], p_prods[19][63:0], p_prods[20][63:0], u_l17d[63:0], v_l17d[63:0]);
	FA l18 (p_prods[21][63:0], p_prods[22][63:0], p_prods[23][63:0], u_l18d[63:0], v_l18d[63:0]);
	FA l19 (p_prods[24][63:0], p_prods[25][63:0], p_prods[26][63:0], u_l19d[63:0], v_l19d[63:0]);
	FA l110 (p_prods[27][63:0], p_prods[28][63:0], p_prods[29][63:0], u_l110d[63:0], v_l110d[63:0]);
	DFF DFF_ul11 [63:0] (u_l11d[63:0],clk,1'b0,u_l11[63:0]);
	DFF DFF_ul12 [63:0] (u_l12d[63:0],clk,1'b0,u_l12[63:0]);
	DFF DFF_ul13 [63:0] (u_l13d[63:0],clk,1'b0,u_l13[63:0]);
	DFF DFF_ul14 [63:0] (u_l14d[63:0],clk,1'b0,u_l14[63:0]);
	DFF DFF_ul15 [63:0] (u_l15d[63:0],clk,1'b0,u_l15[63:0]);
	DFF DFF_ul16 [63:0] (u_l16d[63:0],clk,1'b0,u_l16[63:0]);
	DFF DFF_ul17 [63:0] (u_l17d[63:0],clk,1'b0,u_l17[63:0]);
	DFF DFF_ul18 [63:0] (u_l18d[63:0],clk,1'b0,u_l18[63:0]);
	DFF DFF_ul19 [63:0] (u_l19d[63:0],clk,1'b0,u_l19[63:0]);
	DFF DFF_ul110 [63:0] (u_l110d[63:0],clk,1'b0,u_l110[63:0]);
	DFF DFF_vl11 [63:0] (v_l11d[63:0],clk,1'b0,v_l11[63:0]);
	DFF DFF_vl12 [63:0] (v_l12d[63:0],clk,1'b0,v_l12[63:0]);
	DFF DFF_vl13 [63:0] (v_l13d[63:0],clk,1'b0,v_l13[63:0]);
	DFF DFF_vl14 [63:0] (v_l14d[63:0],clk,1'b0,v_l14[63:0]);
	DFF DFF_vl15 [63:0] (v_l15d[63:0],clk,1'b0,v_l15[63:0]);
	DFF DFF_vl16 [63:0] (v_l16d[63:0],clk,1'b0,v_l16[63:0]);
	DFF DFF_vl17 [63:0] (v_l17d[63:0],clk,1'b0,v_l17[63:0]);
	DFF DFF_vl18 [63:0] (v_l18d[63:0],clk,1'b0,v_l18[63:0]);
	DFF DFF_vl19 [63:0] (v_l19d[63:0],clk,1'b0,v_l19[63:0]);
	DFF DFF_vl110 [63:0] (v_l110d[63:0],clk,1'b0,v_l110[63:0]);
	wire [63:0] u_l21, v_l21, u_l22, v_l22, u_l23, v_l23, u_l24, v_l24, u_l25, v_l25, u_l26, v_l26, u_l27, v_l27;
	wire [63:0] u_l21d, v_l21d, u_l22d, v_l22d, u_l23d, v_l23d, u_l24d, v_l24d, u_l25d, v_l25d, u_l26d, v_l26d, u_l27d, v_l27d;
	FA l21 (u_l11[63:0], v_l11[63:0], u_l12[63:0], u_l21d[63:0], v_l21d[63:0]);
	FA l22 (v_l12[63:0], u_l13[63:0], v_l13[63:0], u_l22d[63:0], v_l22d[63:0]);
	FA l23 (u_l14[63:0], v_l14[63:0], u_l15[63:0], u_l23d[63:0], v_l23d[63:0]);
	FA l24 (v_l15[63:0], u_l16[63:0], v_l16[63:0], u_l24d[63:0], v_l24d[63:0]);
	FA l25 (u_l17[63:0], v_l17[63:0], u_l18[63:0], u_l25d[63:0], v_l25d[63:0]);
	FA l26 (v_l18[63:0], u_l19[63:0], v_l19[63:0], u_l26d[63:0], v_l26d[63:0]);
	FA l27 (u_l110[63:0], v_l110[63:0], p_prods[30][63:0], u_l27d[63:0], v_l27d[63:0]);
	DFF DFF_ul21 [63:0] (u_l21d[63:0],clk,1'b0,u_l21[63:0]);
	DFF DFF_ul22 [63:0] (u_l22d[63:0],clk,1'b0,u_l22[63:0]);
	DFF DFF_ul23 [63:0] (u_l23d[63:0],clk,1'b0,u_l23[63:0]);
	DFF DFF_ul24 [63:0] (u_l24d[63:0],clk,1'b0,u_l24[63:0]);
	DFF DFF_ul25 [63:0] (u_l25d[63:0],clk,1'b0,u_l25[63:0]);
	DFF DFF_ul26 [63:0] (u_l26d[63:0],clk,1'b0,u_l26[63:0]);
	DFF DFF_ul27 [63:0] (u_l27d[63:0],clk,1'b0,u_l27[63:0]);
	DFF DFF_vl21 [63:0] (v_l21d[63:0],clk,1'b0,v_l21[63:0]);
	DFF DFF_vl22 [63:0] (v_l22d[63:0],clk,1'b0,v_l22[63:0]);
	DFF DFF_vl23 [63:0] (v_l23d[63:0],clk,1'b0,v_l23[63:0]);
	DFF DFF_vl24 [63:0] (v_l24d[63:0],clk,1'b0,v_l24[63:0]);
	DFF DFF_vl25 [63:0] (v_l25d[63:0],clk,1'b0,v_l25[63:0]);
	DFF DFF_vl26 [63:0] (v_l26d[63:0],clk,1'b0,v_l26[63:0]);
	DFF DFF_vl27 [63:0] (v_l27d[63:0],clk,1'b0,v_l27[63:0]);
	wire [63:0] u_l31, v_l31, u_l32, v_l32, u_l33, v_l33, u_l34, v_l34, u_l35, v_l35;
	wire [63:0] u_l31d, v_l31d, u_l32d, v_l32d, u_l33d, v_l33d, u_l34d, v_l34d, u_l35d, v_l35d;
	FA l31 (u_l21[63:0], v_l21[63:0], u_l22[63:0], u_l31d[63:0], v_l31d[63:0]);
	FA l32 (v_l22[63:0], u_l23[63:0], v_l23[63:0], u_l32d[63:0], v_l32d[63:0]);
	FA l33 (u_l24[63:0], v_l24[63:0], u_l25[63:0], u_l33d[63:0], v_l33d[63:0]);
	FA l34 (v_l25[63:0], u_l26[63:0], v_l26[63:0], u_l34d[63:0], v_l34d[63:0]);
	FA l35 (u_l27[63:0], v_l27[63:0], p_prods[31][63:0], u_l35d[63:0], v_l35d[63:0]);
	DFF DFF_ul31 [63:0] (u_l31d[63:0],clk,1'b0,u_l31[63:0]);
	DFF DFF_ul32 [63:0] (u_l32d[63:0],clk,1'b0,u_l32[63:0]);
	DFF DFF_ul33 [63:0] (u_l33d[63:0],clk,1'b0,u_l33[63:0]);
	DFF DFF_ul34 [63:0] (u_l34d[63:0],clk,1'b0,u_l34[63:0]);
	DFF DFF_ul35 [63:0] (u_l35d[63:0],clk,1'b0,u_l35[63:0]);
	DFF DFF_vl31 [63:0] (v_l31d[63:0],clk,1'b0,v_l31[63:0]);
	DFF DFF_vl32 [63:0] (v_l32d[63:0],clk,1'b0,v_l32[63:0]);
	DFF DFF_vl33 [63:0] (v_l33d[63:0],clk,1'b0,v_l33[63:0]);
	DFF DFF_vl34 [63:0] (v_l34d[63:0],clk,1'b0,v_l34[63:0]);
	DFF DFF_vl35 [63:0] (v_l35d[63:0],clk,1'b0,v_l35[63:0]);
	wire [63:0] u_l41, v_l41, u_l42, v_l42, u_l43, v_l43;
	wire [63:0] u_l41d, v_l41d, u_l42d, v_l42d, u_l43d, v_l43d;
	FA l41 (u_l31[63:0], v_l31[63:0], u_l32[63:0], u_l41d[63:0], v_l41d[63:0]);
	FA l42 (v_l32[63:0], u_l33[63:0], v_l33[63:0], u_l42d[63:0], v_l42d[63:0]);
	FA l43 (u_l34[63:0], v_l34[63:0], u_l35[63:0], u_l43d[63:0], v_l43d[63:0]);
	DFF DFF_ul41 [63:0] (u_l41d[63:0],clk,1'b0,u_l41[63:0]);
	DFF DFF_ul42 [63:0] (u_l42d[63:0],clk,1'b0,u_l42[63:0]);
	DFF DFF_ul43 [63:0] (u_l43d[63:0],clk,1'b0,u_l43[63:0]);
	DFF DFF_vl41 [63:0] (v_l41d[63:0],clk,1'b0,v_l41[63:0]);
	DFF DFF_vl42 [63:0] (v_l42d[63:0],clk,1'b0,v_l42[63:0]);
	DFF DFF_vl43 [63:0] (v_l43d[63:0],clk,1'b0,v_l43[63:0]);
	wire [63:0] u_l51, v_l51, u_l52, v_l52;
	wire [63:0] u_l51d, v_l51d, u_l52d, v_l52d;
	FA l51 (u_l41[63:0], v_l41[63:0], u_l42[63:0], u_l51d[63:0], v_l51d[63:0]);
	FA l52 (v_l42[63:0], u_l43[63:0], v_l43[63:0], u_l52d[63:0], v_l52d[63:0]);
	DFF DFF_ul51 [63:0] (u_l51d[63:0],clk,1'b0,u_l51[63:0]);
	DFF DFF_ul52 [63:0] (u_l52d[63:0],clk,1'b0,u_l52[63:0]);
	DFF DFF_vl51 [63:0] (v_l51d[63:0],clk,1'b0,v_l51[63:0]);
	DFF DFF_vl52 [63:0] (v_l52d[63:0],clk,1'b0,v_l52[63:0]);
	wire [63:0] u_l61, v_l61;
	wire [63:0] u_l61d, v_l61d;
	FA l61 (u_l51[63:0], v_l51[63:0], u_l52[63:0], u_l61d[63:0], v_l61d[63:0]);
	DFF DFF_ul61 [63:0] (u_l61d[63:0],clk,1'b0,u_l61[63:0]);
	DFF DFF_vl61 [63:0] (v_l61d[63:0],clk,1'b0,v_l61[63:0]);
	wire [63:0] u_l71, v_l71;
	wire [63:0] u_l71d, v_l71d;
	FA l71 (u_l61[63:0], v_l61[63:0], v_l52[63:0], u_l71d[63:0], v_l71d[63:0]);
	DFF DFF_ul71 [63:0] (u_l71d[63:0],clk,1'b0,u_l71[63:0]);
	DFF DFF_vl71 [63:0] (v_l71d[63:0],clk,1'b0,v_l71[63:0]);
	wire [63:0] u_l81, v_l81;
	wire [63:0] u_l81d, v_l81d;
	FA l81 (u_l71[63:0], v_l71[63:0], v_l35[63:0], u_l81d[63:0], v_l81d[63:0]);
	DFF DFF_ul81 [63:0] (u_l81d[63:0],clk,1'b0,u_l81[63:0]);
	DFF DFF_vl81 [63:0] (v_l81d[63:0],clk,1'b0,v_l81[63:0]);
	wire c,cd;
	rdcla l91 (out[31:0], cd, u_l81[31:0], v_l81[31:0], 1'b0, clk);
	rdcla l92 (out[63:32], , u_l81[63:32], v_l81[63:32], cd, clk);
endmodule
==> flow/run.sh <==
#!/bin/bash
# OpenROAD 26Q1-2900-gdf79404cd8, Yosys 0.63+post, stock flow scripts
make -C /OpenROAD-flow-scripts/flow DESIGN_CONFIG=/design/flow/config.mk WORK_HOME=/design/flow/orfs finish
==> flow/config.mk <==
export PLATFORM = sky130hd
export DESIGN_NAME = wallace
export DESIGN_NICKNAME = wallace
export VERILOG_FILES = /design/flow/design.v
export SDC_FILE = /design/flow/constraint.sdc
export NUM_CORES = 4
export LEC_CHECK = 1
export CORE_UTILIZATION = 40
==> flow/constraint.sdc <==
current_design wallace

set clk_period 1.3
set clk_io_pct 0.2

create_clock -name clk0 -period $clk_period [get_ports {clk}]

set non_clock_inputs [all_inputs -no_clocks]
set_input_delay [expr $clk_period * $clk_io_pct] -clock clk0 $non_clock_inputs
set_output_delay [expr $clk_period * $clk_io_pct] -clock clk0 [all_outputs]
==> summary.txt <==
The flow run is done. Number of I/O port buffers landed at 128. Looking at the critical path, the highest net fanout was 2. Yosys synthesis chip area landed at 0.0988 mm^2. Measured along the y axis, the die boundary spans 499 um. Overall routing resource usage recorded by global route was 16.5%. Average cell area after synthesis landed at 14.6 um^2. Detailed-routing iteration count for the pre-antenna-repair pass landed at 4. The detailed router finished its first iteration with 1,418 violations. Remaining number of nets flagged by the antenna check after routing landed at 0. Cells fill 47.1% of the core in the end. The number of global-route vias before repair was 49,600. Global placer's final weighted congestion landed at 0.833. The worst setup path is launched from a flip-flop. Number of hold-slack violations in the final timing report landed at 0.

Number of buffers inserted by hold repair at cts landed at 0. Width of the die landed at 499 um. Count of max-cap constraint violations landed at 0. TritonCTS built the clock tree. Final setup violation count landed at 64. For this design the static power due to leakage is 50.2 nW. Worst supply voltage drop on vdd landed at 0.00155 V. On the worst setup and hold paths after CTS, the clock-pin slew comes to 0.06 ns.

Before placement the cells fill 40.2% of the core. Proportion of layout cells with a drive suffix above 1 landed at 16.7%. The CTS report gives the tree buffer count as 290.

The synthesis report lists the Yosys warning total as 5. Global routing finished with a remaining overflow of 0. Power per unit of standard cell area landed at 2070 mW/mm^2. CTS built an H-tree with a depth of 5.

The gate-level netlist out of Yosys references 14 unique cell types. Number of cell instances after yosys synthesis landed at 6,792. Detailed placement ended at an HPWL of 127 mm. At the later pin of the worst-skew pair, clock insertion delay measures 0.92 ns. Chip area landed at 0.249 mm^2. The root buffer cell chosen for the clock tree is sky130_fd_sc_hd__clkbuf_16. The multi-input combinational cells in the finished layout cover a total of 0.0343 mm^2. Fill cell instance count of the final layout landed at 20,600. The path class of the tightest hold or removal check is in -> reg. Routed wire length per instance landed at 17.7 um. Core outline area landed at 0.246 mm^2.

Tally of OpenROAD warnings landed at 82. The flow ran to the end, but the final reports show violations. Looking at the max-slew report, the worst-margin pin has a slew of 0.404 ns. In the finished design, the share of the clock period the worst path needs comes to 166%.

The final report lists a non-filler cell total of 10,600. The synthesized netlist occupies a cell area of 0.0988 mm^2. Static timing analysis puts the maximum clock frequency at 463 MHz. The final reports fail on negative setup slack. The final route contains 45,200 vias. Post-synthesis register bit count landed at 3,253. Sequential cell area landed at 0.0632 mm^2.

Synthesis produced 6,792 cells. Between the synthesized netlist and the finished layout, the area growth was recorded as 17.2%. Worst setup margin landed at -0.862 ns. Setup repair after global routing could not meet its margin everywhere.

After detailed routing, the number of vias per cell comes to 4.26. Buffer levels on the longest clock path landed at 4. Setup skew after layout landed at 0.0522 ns.

Floorplan row count landed at 182. Clock period minus final worst setup slack landed at 2.16 ns. Post-placement cell count landed at 10,100. STA classifies the critical path endpoint as an output port.

844 endpoints have no timing constraint. 129 I/O pins were placed. Maximum number of pins on one net before global-route repair landed at 33. Max-slew check failures listed in the final report amount to 0. The first global-routing pass estimated 292 mm of wire. The critical path endpoint has a required time of 1.04 ns.

Max-slew headroom at the worst pin landed at 73.0%. Data on the critical path arrives at its endpoint at 1.90 ns. For this block, the routed nets add up to 188 mm of wire. The initial antenna violation count is 13. By startpoint and endpoint, the worst setup path is classified as reg -> out. DRC violation count after routing landed at 0. The timer found 422 register pins that no clock reaches; their paths are not timed.
area by class of cell:
class | instances | area share [%]
Sequential cell | 3253 | 54.6
Inverter | 410 | 1.34
Multi-Input combinational cell | 2928 | 29.6
Clock buffer | 414 | 7.32
Clock inverter | 85 | 0.949
Timing Repair Buffer | 289 | 2.69
Tap cell | 3220 | 3.48
Antenna cell | 7 | 0.0151
layout by cell type (no fill, tap or decap), types with 14 or more instances in the layout:
master and instances:
sky130_fd_sc_hd__buf_4 89, sky130_fd_sc_hd__ha_1 214, sky130_fd_sc_hd__dfxtp_1 2711, sky130_fd_sc_hd__bufinv_16 25, sky130_fd_sc_hd__dfxtp_2 110, sky130_fd_sc_hd__fa_1 906
sky130_fd_sc_hd__clkbuf_16 298, sky130_fd_sc_hd__inv_2 99, sky130_fd_sc_hd__clkinv_2 47, sky130_fd_sc_hd__buf_12 72, sky130_fd_sc_hd__and2_1 745, sky130_fd_sc_hd__nand2_1 62
sky130_fd_sc_hd__o21a_1 397, sky130_fd_sc_hd__clkbuf_8 58, sky130_fd_sc_hd__inv_1 306, sky130_fd_sc_hd__nor2b_1 238, sky130_fd_sc_hd__clkbuf_1 58, sky130_fd_sc_hd__ha_4 54
sky130_fd_sc_hd__xor2_2 17, sky130_fd_sc_hd__dlxtn_1 422, sky130_fd_sc_hd__xor2_4 14, sky130_fd_sc_hd__buf_2 56, sky130_fd_sc_hd__xor2_1 23, sky130_fd_sc_hd__clkdlybuf4s50_1 64
sky130_fd_sc_hd__and2_2 258
worst paths after layout:
path,slack [ns],cells after the start,startpoint,to
worst max register to register,0.04,1,DFF_vl35[44].Q,DFF_ul81[44].Q
worst min-delay path,0.20,3,a[0],DFF_ul17[18].Q
worst min register to register,0.30,0,DFF_ul32[41].Q,DFF_ul41[41].Q
worst max-delay path,-0.86,4,DFF_vl81[51].Q,out[51]
report_power, final:
part / switching [mW] / internal, mW
combinational: 16.7 / 17.9
sequential: 12.7 / 111
clock: 32.3 / 50.2
metrics by stage:
stage / power [mW] / setup WS [ns] / area, um^2 / hold slack (ns) / setup TNS [ns]
5_1_grt: 256 / -0.976 / 116000 / 0.170 / -51.51
3_5_place_dp: 158 / -0.626 / 105000 / 0.312 / -359.79
3_3_place_gp: 158 / -0.633 / 105000 / 0.310 / -354.48
2_1_floorplan: 136 / 0.134 / 98800 / 0.310 / 0
4_1_cts: 244 / -0.970 / 116000 / 0.132 / -51.10
6_report: 240 / -0.862 / 116000 / 0.201 / -44.53
cells in the mapped netlist:
cell | number | area share (%)
sky130_fd_sc_hd__and2_1 | 745 | 4.7
sky130_fd_sc_hd__and2_2 | 258 | 2.0
sky130_fd_sc_hd__buf_2 | 136 | 0.69
sky130_fd_sc_hd__buf_4 | 9 | 0.068
sky130_fd_sc_hd__clkbuf_2 | 56 | 0.28
sky130_fd_sc_hd__dfxtp_1 | 2831 | 57
sky130_fd_sc_hd__dlxtn_1 | 422 | 6.4
sky130_fd_sc_hd__fa_1 | 906 | 18
sky130_fd_sc_hd__ha_1 | 268 | 3.4
sky130_fd_sc_hd__inv_1 | 410 | 1.6
sky130_fd_sc_hd__nand2_1 | 62 | 0.24
sky130_fd_sc_hd__nor2b_1 | 238 | 1.5
sky130_fd_sc_hd__o21a_1 | 397 | 3.0
sky130_fd_sc_hd__xor2_1 | 54 | 0.48
worst max-delay path, cell delays in order, from the launching register on:
cell and delay [ns]:
sky130_fd_sc_hd__dfxtp_4 0.38, sky130_fd_sc_hd__inv_2 0.05, sky130_fd_sc_hd__ha_4 0.28, sky130_fd_sc_hd__xor2_4 0.18, sky130_fd_sc_hd__buf_2 0.13
state kept, by name, summed over array words and instances (netlist names), 45 cells and up:
name	cells
DFF_ul71.Q	63
DFF_ul52.Q	48
DFF_vl61.Q	49
DFF_ul61.Q	63
DFF_ul41.Q	46
DFF_ul81.Q	63
DFF_ul42.Q	45
DFF_ul51.Q	55
DFF_vl71.Q	54
DFF_vl81.Q	55
kinds of logic after synthesis:
group	synth area share, %
flip-flops	57.3
AND/OR/NAND/NOR	8.42
adder cells (fa/ha/maj)	21.7
buffers and inverters	2.60
latches	6.41
AND-OR/OR-AND	3.02
XOR/XNOR	0.478
what timing repair did:
item,CTS,global route
endpoints found under the setup margin,64,65
buffers inserted,5,2
resized,533,24
pin swaps,77,36
routing by layer:
metal,vias to the layer above,global-route usage [%],share of wire [%]
met5,-,0.135,0.036
met4,6,3.11,2.1
met3,289,7.59,10
met2,1182,23.8,44
met1,22200,24.3,44
li1,21500,-,-
Power is estimated from default activity; no workload was simulated.
