==> design.v <==
module m_mux2(input[1:0] cont,input ip,output o);
	and(t1,cont[1],ip);
	and(t2,cont[0],~ip);
	or(o,t1,t2);
endmodule
module m_mux4(input[3:0] cont,input[1:0] ip,output o);
	wire[1:0] t;
	m_mux2 mu(cont[3:2],ip[0],t[1]);
	m_mux2 md(cont[1:0],ip[0],t[0]);
	m_mux2 mf(t,ip[1],o);
endmodule
module m_mux8(input[7:0] cont,input[2:0] ip,output o);
	wire[1:0] t;
	m_mux4 mu(cont[7:4],ip[1:0],t[1]);
	m_mux4 md(cont[3:0],ip[1:0],t[0]);
	m_mux2 mf(t,ip[2],o);
endmodule
module m_mux16(input[15:0] cont,input[3:0] ip,output o);
	wire[1:0] t;
	m_mux8 mu(cont[15:8],ip[2:0],t[1]);
	m_mux8 md(cont[7:0],ip[2:0],t[0]);
	m_mux2 mf(t,ip[3],o);
endmodule
module m_mux32(input[31:0] cont, input[4:0]ip, output o);
	wire[1:0] t;
	m_mux16 mu(cont[31:16],ip[3:0],t[1]);
	m_mux16 md(cont[15:0],ip[3:0],t[0]);
	m_mux2 mf(t,ip[4],o);
endmodule
module m_tristate(
	input clk,
	input [31:0]in,
	input en,
	output reg [31:0]out
);
	always @(posedge clk)
		out = en ? in : 32'bz;
endmodule
module register_file(
	input clk,
	input read_enable,
	input [4:0]out_addr_1,
	input [4:0]out_addr_2,
	output [31:0]out_data_1,
	output [31:0]out_data_2,
	input write_enable,
	input [4:0]in_addr,
	input [31:0]in_data,
	input reset
);
	wire [31:0]out_data_1_aux,out_data_2_aux;
	reg [31:0] register [31:0];
	genvar i;
	integer j;
	generate
		for(i=0; i<32; i=i+1)begin
			m_mux32 mux1 ({register[31][i],register[30][i],register[29][i],register[28][i],register[27][i],register[26][i],register[25][i],register[24][i],register[23][i],register[22][i],register[21][i],register[20][i],register[19][i],register[18][i],register[17][i],register[16][i],register[15][i],register[14][i],register[13][i],register[12][i],register[11][i],register[10][i],register[9][i],register[8][i],register[7][i],register[6][i],register[5][i],register[4][i],register[3][i],register[2][i],register[1][i],register[0][i]}, out_addr_1, out_data_1_aux[i]);
			m_mux32 mux2 ({register[31][i],register[30][i],register[29][i],register[28][i],register[27][i],register[26][i],register[25][i],register[24][i],register[23][i],register[22][i],register[21][i],register[20][i],register[19][i],register[18][i],register[17][i],register[16][i],register[15][i],register[14][i],register[13][i],register[12][i],register[11][i],register[10][i],register[9][i],register[8][i],register[7][i],register[6][i],register[5][i],register[4][i],register[3][i],register[2][i],register[1][i],register[0][i]}, out_addr_2, out_data_2_aux[i]);
		end
	endgenerate
	m_tristate out1 (clk,out_data_1_aux,read_enable,out_data_1);
	m_tristate out2 (clk,out_data_2_aux,read_enable,out_data_2);
	initial
		for(j=0;j<32;j=j+1)
			register[j]=32'b0;
	always @(posedge clk)
	begin
		if(write_enable)
			register[in_addr] <= in_data;
		if(reset)
			for(j=0;j<32;j=j+1)
				register[j]=32'b0;
	end
endmodule
==> run.sh <==
#!/bin/bash
# OpenROAD 26Q1-2900-gdf79404cd8, Yosys 0.63+post, stock flow scripts
make -C /OpenROAD-flow-scripts/flow DESIGN_CONFIG=/design/flow/config.mk WORK_HOME=/design/flow/orfs finish
==> config.mk <==
export PLATFORM = sky130hd
export DESIGN_NAME = register_file
export DESIGN_NICKNAME = register_file
export VERILOG_FILES = /design/flow/design.v
export SDC_FILE = /design/flow/constraint.sdc
export NUM_CORES = 4
export LEC_CHECK = 1
export CORE_UTILIZATION = 30
==> constraint.sdc <==
current_design register_file

set clk_period 5.8
set clk_io_pct 0.2

create_clock -name clk0 -period $clk_period [get_ports {clk}]

set non_clock_inputs [all_inputs -no_clocks]
set_input_delay [expr $clk_period * $clk_io_pct] -clock clk0 $non_clock_inputs
set_output_delay [expr $clk_period * $clk_io_pct] -clock clk0 [all_outputs]
==> results_dict.tcl <==
# place-and-route summary
set metrics [dict create \
    worst_ep_arrival_time_ns 4.17 \
    path_max_fanout 17 \
    slowest_stage "sky130_fd_sc_hd__nor2_4" \
    remaining_drc_errors 0 \
    maximum_buffer_depth_of_the_clock_tree 3 \
    initial_utilization_pct 30.3 \
    grt-ovfl-total 0 \
    routed_wirelength_um 221000 \
    area_delta_synth_final_pct 13.0 \
    worst_ep_required_time_ns 6.47 \
    antenna_found_initial 8 \
    row_count 155 \
    syn-mean-instance-area_um2 7.76 \
    floorplan.die.height_um 427 \
    min_path_type "flip-flop to flip-flop" \
    post_cts.resized_instances 0 \
    drive_gt1_share_pct 6.39 \
    vias_per_cell 5.59 \
    holdCritStartpoint "register[1][10]" \
    regToRegEndpoint "out2.out[11]" \
    final_hold_viol_count 0 \
    power.density_mw_per_mm2 279 \
    status "complete, no violations" \
    wire_length_of_the_first_global_routing_pass_um 321000 \
    clock-sinks 1088 \
    slew_headroom_pct 26.7 \
    postSynthSeqShare_pct 40.2 \
    drt_first_iter_violations 5324 \
    setup.worst_path.end_class "flip-flop" \
    hold-worst-slack_ns 0.468 \
    final.min_clock_period_ns 3.50 \
    critPathLaunch "in_addr[3]" \
    warnings 39 \
    rsz_0062_raised_after_global_routing "no" \
    timing.hold.worst_path_depth 2 \
    report.final.setup_viol 0 \
    tightest_slew_ns 1.10 \
    gp_congestion 0.931 \
    portBuffers 113 \
    synth-seq-cells 1088 \
    reg2reg_setup_slack_ns 4.08 \
    place.detailed.instances 8942 \
    timing.clock.skew_ns 0.0245 \
    postCtsSetupRepairBufs 0 \
    count_of_unique_library_cells_instantiated_by_yosys 29 \
    wl_per_cell_um 24.2 \
    fmax_mhz 286 \
    timing.hold.worst_endpoint "register[1][10]" \
    register_clock_pin_slew_on_the_reported_worst_setup_and_hold_paths_ns 0.06 \
    final_max_slew_viol_count 0 \
    syn-cell-area_mm2 0.0542 \
    yosys_area_mm2 0.0542 \
    die_x_um 427 \
    startpoint_type "input port" \
    irDropWorstVdd_v 0.000259 \
    vias 51100 \
    power_mw 17.1 \
    final_min_period_over_clock_period_pct 60.3 \
    timing.critical_path.slowest_cell_delay_ns 0.95 \
    dr.pass1.iters 6 \
    antenna_nets_post_route 0 \
    leakagePower_nw 21.8 \
    first_global_vias 48300 \
    postCtsHoldBufs 0 \
    pin_count_of_the_biggest_net_entering_global_routing 158 \
    htree_levels 3 \
    yosysWarnings 5 \
    synth_cells 6977 \
    criticalPathCategory "input port to flip-flop" \
    io_pins 115 \
    fp.coreArea_mm2 0.179 \
    clk_root_buffer_cell "sky130_fd_sc_hd__clkbuf_16" \
    gr-usage-all-layers_pct 24.2 \
    synth.yosys.num_cells 6977 \
    clk_latency_ns 0.75 \
    cts_tree "built" \
    path_depth_of_the_worst_reg2reg_path 5 \
    stdcell_count 9150 \
    design.die.area_mm2 0.182 \
    sum_of_net_half_perimeters_after_detailed_placement_um 125000 \
    total_cts_buffers 112 \
    finalSetupTns_ns 0 \
    r2r_start "register[3][11]" \
    crit_path_cells "clkdlybuf4s50_1, nand3_1, nor2_4, buf_4, nand2_1, a21oi_1" \
    drv_cap 0 \
]
==> metrics by stage <==
| stage | worst slack [ns] | util [%] | area (um2) |
|---|---|---|---|
| detailed placement | 1.68 | 32.0 | 57300 |
| global placement | 1.71 | 32.0 | 57300 |
| floorplan | 3.33 | - | 54200 |
| global route | 2.22 | 34.2 | 61200 |
| finish | 2.30 | 34.2 | 61200 |
| CTS | 2.47 | 34.2 | 61200 |
==> registers in the layout (all words and copies together) (netlist names) <==
signal,flops
out2.out,32
out1.out,32
register,1024
==> worst max-delay path by stage <==
stage                  end  slack (ns)
4_1_cts   register[28][24]        2.47
5_1_grt   register[29][22]        2.22
6_report  register[29][26]        2.30
==> critical path, delay by kind of cell <==
family,cells,cell delay (ns)
AOI/OAI and AO/OA,1,0.14
buffers and inverters,2,1.37
and+or+nand+nor,3,1.48
==> kinds of logic after synthesis <==
logic type / share of synthesized area, %
buffers and inverters: 5.21
DFF: 40.2
AOI/OAI and AO/OA: 16.7
muxes: 18.9
and+or+nand+nor: 19.0
==> power breakdown <==
part	total (mW)	switching (mW)	internal, mW
Sequential	7.64	0.0656	7.58
Combinational	1.68	1.11	0.568
Clock	7.72	3.25	4.47
==> cell type report <==
class | instances | area [um2]
Clock buffer | 164 | 3370
Timing Repair Buffer | 272 | 2670
Sequential cell | 1088 | 21800
Tap cell | 2355 | 2950
Antenna cell | 2 | 5.00
Clock inverter | 42 | 537
Multi-Input combinational cell | 5227 | 29900
Fill cell | 18000 | 118000
==> Yosys cell counts <==
cell                       count  area share, %
sky130_fd_sc_hd__or3b_1        1          0.016
sky130_fd_sc_hd__dfxtp_1    1088             40
sky130_fd_sc_hd__buf_1        26           0.18
sky130_fd_sc_hd__nand2b_1      4          0.046
sky130_fd_sc_hd__nor2b_1       4          0.046
sky130_fd_sc_hd__nor3b_2       1          0.023
sky130_fd_sc_hd__nand3b_1      3          0.042
sky130_fd_sc_hd__and3_1        2          0.023
sky130_fd_sc_hd__a31oi_1      64           0.74
sky130_fd_sc_hd__nand2_1    2277             16
sky130_fd_sc_hd__a21oi_1    1216             11
sky130_fd_sc_hd__a22oi_1     192            2.7
sky130_fd_sc_hd__a22o_1      128            2.1
sky130_fd_sc_hd__nor3_1       65           0.60
sky130_fd_sc_hd__nor2_4        6           0.12
sky130_fd_sc_hd__and2_1        3          0.035
sky130_fd_sc_hd__nor2_1       21           0.15
sky130_fd_sc_hd__buf_2       198            1.8
sky130_fd_sc_hd__or3b_2        2          0.032
sky130_fd_sc_hd__or2_2         3          0.035
sky130_fd_sc_hd__mux2i_1    1024             19
sky130_fd_sc_hd__nor2_2       10           0.12
sky130_fd_sc_hd__clkbuf_1    414            2.9
sky130_fd_sc_hd__nor3b_1       2          0.028
sky130_fd_sc_hd__and3b_1       3          0.049
sky130_fd_sc_hd__buf_4        24           0.33
sky130_fd_sc_hd__or3_1         1          0.012
sky130_fd_sc_hd__or2_1         1          0.012
sky130_fd_sc_hd__nand3_1     194            1.8
==> routing by layer <==
metal,wire (um),vias to the layer above,global-route usage (%)
met5,56,-,0
met4,15100,8,13.2
met3,26700,701,8.62
met2,94600,2774,35.5
met1,84800,24300,31.1
li1,-,23300,-
==> cells in the final DEF (no fill, tap or decap), types with 4 or more instances in the layout <==
| cell | netlist | final |
|---|---|---|
| sky130_fd_sc_hd__nand2_1 | 2277 | 2243 |
| sky130_fd_sc_hd__a21oi_1 | 1216 | 1216 |
| sky130_fd_sc_hd__dfxtp_1 | 1088 | 1088 |
| sky130_fd_sc_hd__mux2i_1 | 1024 | 1024 |
| sky130_fd_sc_hd__nand3_1 | 194 | 194 |
| sky130_fd_sc_hd__a22oi_1 | 192 | 192 |
| sky130_fd_sc_hd__buf_4 | 24 | 133 |
| sky130_fd_sc_hd__a22o_1 | 128 | 128 |
| sky130_fd_sc_hd__clkbuf_16 | 0 | 115 |
| sky130_fd_sc_hd__clkdlybuf4s50_1 | 0 | 110 |
| sky130_fd_sc_hd__nor3_1 | 65 | 65 |
| sky130_fd_sc_hd__a31oi_1 | 64 | 64 |
| sky130_fd_sc_hd__nor2_4 | 6 | 34 |
| sky130_fd_sc_hd__nand2_2 | 0 | 34 |
| sky130_fd_sc_hd__clkbuf_8 | 0 | 31 |
| sky130_fd_sc_hd__buf_12 | 0 | 26 |
| sky130_fd_sc_hd__clkinv_2 | 0 | 21 |
| sky130_fd_sc_hd__clkbuf_1 | 414 | 18 |
| sky130_fd_sc_hd__bufinv_16 | 0 | 10 |
| sky130_fd_sc_hd__nor2b_4 | 0 | 4 |
| sky130_fd_sc_hd__nand2b_2 | 0 | 4 |
| sky130_fd_sc_hd__clkinvlp_4 | 0 | 4 |
Power and IR drop assume default switching activity.
